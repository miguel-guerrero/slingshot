## design/flow/design.v

```verilog
module matmul 
#(
    parameter DIM_BITS = 16,
    parameter MEM_AW = 16,
    parameter MEM_DW = 32,
    parameter PREC = 16)
(
    input [MEM_AW-1:0] aBASE,
    input [DIM_BITS-1:0] aCOLS,
    input [DIM_BITS-1:0] aROWS,
    input [DIM_BITS-1:0] aSTRIDE,
    input [MEM_AW-1:0] bBASE,
    input [DIM_BITS-1:0] bCOLS,
    input [DIM_BITS-1:0] bSTRIDE,
    input [MEM_AW-1:0] cBASE,
    input [DIM_BITS-1:0] cSTRIDE,
    input clk,
    input go,
    input [MEM_DW-1:0] mem_rdata,
    input rst_n,
    output reg [MEM_AW-1:0] mem_addr,
    output reg mem_req,
    output reg [MEM_DW-1:0] mem_wdata,
    output reg mem_write,
    output reg ret
);
localparam SM_MATMUL_FSM_S0=0;
localparam SM_MATMUL_FSM_S1=1;
localparam SM_MATMUL_FSM_S2=2;
localparam SM_MATMUL_FSM_S3=3;
localparam SM_MATMUL_FSM_S4=4;
localparam SM_MATMUL_FSM_S5=5;
localparam SM_MATMUL_FSM_S6=6;
localparam SM_MATMUL_FSM_S7=7;
localparam SM_MATMUL_FSM_S8=8;
localparam SM_MATMUL_FSM_S9=9;
localparam SM_MATMUL_FSM_S10=10;
localparam SM_MATMUL_FSM_S11=11;
reg [PREC-1:0] a;
reg [MEM_AW-1:0] a_i0;
reg [MEM_AW-1:0] a_ik;
reg [MEM_DW-1:0] acc;
reg [MEM_AW-1:0] b_0j;
reg [MEM_AW-1:0] b_kj;
reg [MEM_AW-1:0] c_i0;
reg [MEM_AW-1:0] c_ij;
reg [DIM_BITS-1:0] i;
reg [DIM_BITS-1:0] j;
reg [DIM_BITS-1:0] k;
reg [3:0] matmul_fsm_state;
always @(posedge clk or negedge rst_n) begin : matmul_fsm_clocked
    if (~rst_n) begin
        a <= 0;
        a_i0 <= 0;
        a_ik <= 0;
        acc <= 0;
        b_0j <= 0;
        b_kj <= 0;
        c_i0 <= 0;
        c_ij <= 0;
        i <= 0;
        j <= 0;
        k <= 0;
        matmul_fsm_state <= SM_MATMUL_FSM_S0;
        mem_addr <= 0;
        mem_req <= 0;
        mem_wdata <= 0;
        mem_write <= 0;
        ret <= 0;
    end
    else begin
        case (matmul_fsm_state)
            SM_MATMUL_FSM_S0 : begin
                ret <= 0;
                matmul_fsm_state <= SM_MATMUL_FSM_S1;
            end
            SM_MATMUL_FSM_S1 : begin
                if (~go) begin
                end
                else begin
                    a_i0 <= aBASE;
                    c_i0 <= cBASE;
                    i <= 0;
                    matmul_fsm_state <= SM_MATMUL_FSM_S2;
                end
            end
            SM_MATMUL_FSM_S2 : begin
                if (aROWS != i) begin
                    b_0j <= bBASE;
                    c_ij <= c_i0;
                    j <= 0;
                    matmul_fsm_state <= SM_MATMUL_FSM_S3;
                end
                else begin
                    ret <= 1;
                    matmul_fsm_state <= SM_MATMUL_FSM_S11;
                end
            end
            SM_MATMUL_FSM_S3 : begin
                if (bCOLS != j) begin
                    a_ik <= a_i0;
                    b_kj <= b_0j;
                    acc <= 0;
                    k <= 0;
                    matmul_fsm_state <= SM_MATMUL_FSM_S4;
                end
                else begin
                    a_i0 <= a_i0 + aSTRIDE;
                    c_i0 <= c_i0 + cSTRIDE;
                    i <= i + 1;
                    matmul_fsm_state <= SM_MATMUL_FSM_S2;
                end
            end
            SM_MATMUL_FSM_S4 : begin
                mem_addr <= a_ik;
                mem_write <= 0;
                mem_req <= 1;
                a_ik <= a_ik + 1;
                matmul_fsm_state <= SM_MATMUL_FSM_S5;
            end
            SM_MATMUL_FSM_S5 : begin
                mem_addr <= b_kj;
                mem_write <= 0;
                mem_req <= 1;
                b_kj <= b_kj + bSTRIDE;
                if (aCOLS != k) begin
                    matmul_fsm_state <= SM_MATMUL_FSM_S6;
                end
                else begin
                    mem_req <= 0;
                    matmul_fsm_state <= SM_MATMUL_FSM_S9;
                end
            end
            SM_MATMUL_FSM_S6 : begin
                k <= k + 1;
                matmul_fsm_state <= SM_MATMUL_FSM_S7;
            end
            SM_MATMUL_FSM_S7 : begin
                mem_addr <= a_ik;
                mem_write <= 0;
                mem_req <= 1;
                a_ik <= a_ik + 1;
                a <= mem_rdata[PREC-1:0];
                matmul_fsm_state <= SM_MATMUL_FSM_S8;
            end
            SM_MATMUL_FSM_S8 : begin
                mem_addr <= b_kj;
                mem_write <= 0;
                mem_req <= 1;
                b_kj <= b_kj + bSTRIDE;
                acc <= acc + a[PREC-1:0] * mem_rdata[PREC-1:0];
                if (aCOLS != k) begin
                    matmul_fsm_state <= SM_MATMUL_FSM_S6;
                end
                else begin
                    mem_req <= 0;
                    matmul_fsm_state <= SM_MATMUL_FSM_S9;
                end
            end
            SM_MATMUL_FSM_S9 : begin
                mem_wdata <= acc;
                mem_addr <= c_ij;
                mem_write <= 1;
                mem_req <= 1;
                b_0j <= b_0j + 1;
                c_ij <= c_ij + 1;
                j <= j + 1;
                matmul_fsm_state <= SM_MATMUL_FSM_S10;
            end
            SM_MATMUL_FSM_S10 : begin
                mem_req <= 0;
                if (bCOLS != j) begin
                    a_ik <= a_i0;
                    b_kj <= b_0j;
                    acc <= 0;
                    k <= 0;
                    matmul_fsm_state <= SM_MATMUL_FSM_S4;
                end
                else begin
                    a_i0 <= a_i0 + aSTRIDE;
                    c_i0 <= c_i0 + cSTRIDE;
                    i <= i + 1;
                    matmul_fsm_state <= SM_MATMUL_FSM_S2;
                end
            end
            SM_MATMUL_FSM_S11 : begin
                matmul_fsm_state <= SM_MATMUL_FSM_S0;
            end
        endcase
    end
end
endmodule
```

## design/flow/run.sh

```bash
#!/bin/bash
# OpenROAD 26Q1-2900-gdf79404cd8, Yosys 0.63+post, stock flow scripts
make -C /OpenROAD-flow-scripts/flow DESIGN_CONFIG=/design/flow/config.mk WORK_HOME=/design/flow/orfs finish
```

## design/flow/config.mk

```make
export PLATFORM = sky130hd
export DESIGN_NAME = matmul
export DESIGN_NICKNAME = matmul
export VERILOG_FILES = /design/flow/design.v
export SDC_FILE = /design/flow/constraint.sdc
export NUM_CORES = 4
export LEC_CHECK = 1
export CORE_UTILIZATION = 50
```

## design/flow/constraint.sdc

```tcl
current_design matmul

set clk_period 9.2
set clk_io_pct 0.2

create_clock -name clk0 -period $clk_period [get_ports {clk}]

set non_clock_inputs [all_inputs -no_clocks]
set_input_delay [expr $clk_period * $clk_io_pct] -clock clk0 $non_clock_inputs
set_output_delay [expr $clk_period * $clk_io_pct] -clock clk0 [all_outputs]
```

==> flow_metrics.env <==
# implementation run metrics
export IMPL_syn_avg_cell_area_um2=8.90
export IMPL_crit_required_ns=9.61
export IMPL_cp_buffers_inverters=6
export IMPL_outcome="complete, no violations"
export IMPL_clkTransAtPathRegs_ns=0.06
export IMPL_firstDrtPassIters=5
export IMPL_combPwrFrac=0.713
export IMPL_dieArea_um2=47400
export IMPL_setup_worst_path_start_class="input port"
export IMPL_most_common_layout_cells="376 x inv_1, 325 x nand2_1, 253 x dfrtp_1"
export IMPL_seqPwrFrac=0.146
export IMPL_drive_gt1_frac=0.0584
export IMPL_power_switching_mw=4.72
export IMPL_initCoreUtil=0.510
export IMPL_end_kind="register"
export IMPL_htree_num_levels=2
export IMPL_post_cts_resized=0
export IMPL_r2r_cells=23
export IMPL_wl_um=61600
export IMPL_grt_usage=0.287
export IMPL_grt_pass1_wl_um=101000
export IMPL_yosysChipArea_um2=23300
export IMPL_rsz0062_at_grt="false"
export IMPL_power_mw=9.86
export IMPL_hold_path_end="matmul_fsm_state[0]"
export IMPL_finalHoldViolCount=0
export IMPL_wl_per_cell_um=18.0
export IMPL_p_clk_frac=0.142
export IMPL_final_area_um2=27300
export IMPL_final_common_cell="inv_1"
export IMPL_drv_cap=0
export IMPL_path_class="in2reg"
export IMPL_hold_buffers=0
export IMPL_relSlewSlack=0.402
export IMPL_post_route_min_period_ns=8.27
export IMPL_gp_congestion=0.920
export IMPL_io_pins=230
export IMPL_drc=0
export IMPL_post_route_util=0.598
export IMPL_num_rows=78
export IMPL_cp_max_fo=14
export IMPL_max_stage_delay_ns=0.74
export IMPL_clock_skew_ns=0.0233
export IMPL_postSynthCellCount=2617
export IMPL_cts_tree="yes"
export IMPL_fillers=3913
export IMPL_vdd_drop_max_mv=0.390
export IMPL_core_area_um2=45700
export IMPL_slowest_stage="clkdlybuf4s50_1"
export IMPL_pre_cts_ws_ns=0.374
export IMPL_antenna_found_initial=7
export IMPL_ys_ff=255
export IMPL_r2r_setup_slack_ns=2.09
export IMPL_setup_viol_count_final=0
export IMPL_synth_warnings=1
export IMPL_grt_pass1_vias=18700
export IMPL_clock_latency_ns=0.56
export IMPL_die_w_um=218
export IMPL_edf_count=0
export IMPL_numCtsBuffers=34
export IMPL_min_from="matmul_fsm_state[10]"
export IMPL_worst_slew_pin_slew_ns=0.893
export IMPL_hp_class="reg2reg"
export IMPL_die_height_um=218
export IMPL_postCtsSetupBuffers=0
export IMPL_openroad_warnings=44
export IMPL_synth_top_flop_cell="dfrtp_1"
export IMPL_swShare=0.478
export IMPL_fmax_mhz=121
export IMPL_dp_hpwl_um=45900
export IMPL_async_flop_share=1.00
export IMPL_setup_ws_ns=0.932
export IMPL_power_leakage_nw=13.2
export IMPL_cp_top_family="adder cells"
export IMPL_finalCritPeriodShare=0.899
export IMPL_r2r_end="acc[29]"
export IMPL_cellInternalPower_mw=5.15
export IMPL_reg2reg_from="a[7]"
export IMPL_synth_seq_share=0.274
export IMPL_yosysCellCount=2617
export IMPL_overflow=0
export IMPL_min_path_cells=0
export IMPL_drt_iter0_markers=962
export IMPL_via_count=18500
export IMPL_worst_ep_arrival_time_ns=8.68
export IMPL_powerDensity_nw_per_um2=361
export IMPL_crit_path_frequent_cell="fa_1"
export IMPL_drtAntennaViolNets=0
export IMPL_drv_slew=0
export IMPL_syn_area_um2=23300
export IMPL_vias_per_cell=5.41
export IMPL_grt_max_degree=106
export IMPL_synth_cell_type_count=60
export IMPL_path_cells="clkdlybuf4s50_1 -> and2_1 -> fa_1 -> inv_1 -> fa_1 -> fa_1 -> inv_1 -> fa_1 -> fa_1 -> inv_1 -> fa_1 -> inv_1 -> ha_1 -> a21oi_1 -> o211ai_1 -> a21oi_1 -> o21ai_0 -> buf_4 -> a31oi_1 -> o311ai_0 -> a31oi_1 -> xor2_1 -> o21ai_0"
export IMPL_fin_tns_setup_ns=0
export IMPL_area_growth_pct=17.2
export IMPL_io_buffers=213
export IMPL_placed_cell_area_um2=26100
export IMPL_cts_root_buf="clkbuf_16"
export IMPL_clock_sinks=255
export IMPL_cts_path_max_buffers=3
[synth_stat cells, types with 69 or more instances]
| cell type | number | share of area |
|---|---|---|
| and2_1 | 126 | 0.034 |
| xor2_1 | 90 | 0.034 |
| inv_1 | 376 | 0.061 |
| nor2_1 | 149 | 0.024 |
| nand3_1 | 69 | 0.015 |
| ha_1 | 150 | 0.081 |
| dfrtp_1 | 254 | 0.27 |
| a21oi_1 | 132 | 0.028 |
| fa_1 | 228 | 0.20 |
| nand2_1 | 325 | 0.052 |
| clkbuf_1 | 94 | 0.015 |
| o21ai_0 | 148 | 0.032 |
[area by class of cell]
class,instances,area [um^2],area share
repair buffers,253,2450,0.0898
multi-input cells,1884,15100,0.554
clock buffers,49,1010,0.0370
diodes,2,5.00,0.000183
flip-flops and latches,255,6390,0.234
well taps,600,751,0.0275
inverters,376,1410,0.0517
clock inverters,10,154,0.00564
[worst max-delay path by stage]
stage | start | cells after the start | slack, ns | to
after global routing | mem_rdata[4] | 23 | 0.47 | acc[29]
final | mem_rdata[6] | 23 | 0.93 | acc[29]
after CTS | mem_rdata[6] | 23 | 0.91 | acc[29]
[power by group through the flow]
stage | Combinational (mW) | Clock (mW) | Sequential (mW)
5_1_grt | 8.06 | 1.47 | 1.46
6_report | 7.03 | 1.40 | 1.44
4_1_cts | 7.11 | 1.43 | 1.44
[per-stage QoR]
step	std cells	hold WS [ns]
global placement	3368	0.340
CTS	3427	0.368
global route	3428	0.370
detailed placement	3368	0.345
finish	3429	0.362
floorplan	2617	0.333
[state kept, by name (all words and copies together) (netlist names)]
| register | cells |
|---|---|
| acc | 32 |
| mem_wdata | 32 |
| a | 16 |
| a_i0 | 16 |
| a_ik | 16 |
| b_0j | 16 |
| b_kj | 16 |
| c_i0 | 16 |
| c_ij | 16 |
| i | 16 |
| j | 16 |
| k | 16 |
| mem_addr | 16 |
| matmul_fsm_state | 12 |
| mem_req | 1 |
| mem_write | 1 |
| ret | 1 |
[cell families (layout without fill, tap and decap cells)]
| group | Yosys count | after routing | share of synthesized area |
|---|---|---|---|
| adders and majority gates | 378 | 378 | 0.277 |
| muxes | 55 | 55 | 0.0262 |
| AOI/OAI and AO/OA | 495 | 495 | 0.129 |
| other | 0 | 2 | 0 |
| DFF | 255 | 255 | 0.274 |
| xor gates and xnor gates | 138 | 138 | 0.0519 |
| and+or+nand+nor | 818 | 818 | 0.165 |
| buffers and inverters | 478 | 688 | 0.0770 |
[routing by layer]
metal / vias to the layer above / routed length, um / GRT usage
li1: 8994 / - / -
met1: 8928 / 26700 / 0.429
met2: 520 / 28900 / 0.445
met3: 90 / 4350 / 0.0745
met4: 10 / 1530 / 0.0569
met5: - / 69 / 0
