## /design/flow/run.sh

```bash
#!/bin/bash
# OpenROAD 26Q1-2900-gdf79404cd8, Yosys 0.63+post, stock flow scripts
make -C /OpenROAD-flow-scripts/flow DESIGN_CONFIG=/design/flow/config.mk WORK_HOME=/design/flow/orfs finish
```

## /design/flow/config.mk

```make
export PLATFORM = sky130hd
export DESIGN_NAME = vtpg
export DESIGN_NICKNAME = vtpg
export VERILOG_FILES = /design/flow/design.v
export SDC_FILE = /design/flow/constraint.sdc
export NUM_CORES = 4
export LEC_CHECK = 1
export CORE_UTILIZATION = 40
```

## /design/flow/constraint.sdc

```tcl
current_design vtpg

set clk_period 3.9
set clk_io_pct 0.2

create_clock -name clk0 -period $clk_period [get_ports {clk}]

set non_clock_inputs [all_inputs -no_clocks]
set_input_delay [expr $clk_period * $clk_io_pct] -clock clk0 $non_clock_inputs
set_output_delay [expr $clk_period * $clk_io_pct] -clock clk0 [all_outputs]
```

## /design/flow/design.v

```verilog
module vtpg 
#(
    parameter H_BITS = 12,
    parameter PW = 8,
    parameter V_BITS = 12)
(
    input clk,
    input rst_n,
    input [H_BITS-1:0] tHACT_END,
    input [H_BITS-1:0] tHACT_START,
    input [H_BITS-1:0] tHS_END,
    input [H_BITS-1:0] tHS_START,
    input [H_BITS-1:0] tH_END,
    input [V_BITS-1:0] tVACT_END,
    input [V_BITS-1:0] tVACT_START,
    input [V_BITS-1:0] tVS_END,
    input [V_BITS-1:0] tVS_START,
    output reg hs,
    output reg [3*PW-1:0] rgb,
    output reg rgb_vld,
    output reg vs
);
localparam SM_CONTROL_S0=0;
localparam SM_CONTROL_S1=1;
localparam SM_CONTROL_S2=2;
reg [PW-1:0] cnt;
reg [1:0] control_state;
reg [H_BITS-1:0] x;
reg [V_BITS-1:0] y;
reg y_active;
always @(posedge clk or negedge rst_n) begin : control_clocked
    if (~rst_n) begin
        cnt <= 0;
        control_state <= SM_CONTROL_S0;
        hs <= 0;
        rgb_vld <= 0;
        vs <= 0;
        x <= 0;
        y <= 0;
        y_active <= 0;
    end
    else begin
        case (control_state)
            SM_CONTROL_S0 : begin
                if (tHS_START == x) begin
                    hs <= 1;
                end
                else if (tHS_END == x) begin
                    hs <= 0;
                end
                if (tHACT_START == x) begin
                    rgb_vld <= y_active;
                end
                else if (tHACT_END == x) begin
                    rgb_vld <= 0;
                end
                if (rgb_vld) begin
                    cnt <= cnt + 1;
                end
                x <= x + 1;
                control_state <= SM_CONTROL_S1;
            end
            SM_CONTROL_S1 : begin
                if (tH_END != x) begin
                    if (tHS_START == x) begin
                        hs <= 1;
                    end
                    else if (tHS_END == x) begin
                        hs <= 0;
                    end
                    if (tHACT_START == x) begin
                        rgb_vld <= y_active;
                    end
                    else if (tHACT_END == x) begin
                        rgb_vld <= 0;
                    end
                    if (rgb_vld) begin
                        cnt <= cnt + 1;
                    end
                    x <= x + 1;
                end
                else begin
                    if (tVS_START == y) begin
                        vs <= 1;
                    end
                    else if (tVS_END == y) begin
                        vs <= 0;
                    end
                    if (tVACT_START == y) begin
                        y_active <= 1;
                    end
                    else if (tVACT_END == y) begin
                        y_active <= 0;
                    end
                    y <= y + 1;
                    x <= 0;
                    control_state <= SM_CONTROL_S2;
                end
            end
            SM_CONTROL_S2 : begin
                if (tVACT_END != y) begin
                    if (tHS_START == x) begin
                        hs <= 1;
                    end
                    else if (tHS_END == x) begin
                        hs <= 0;
                    end
                    if (tHACT_START == x) begin
                        rgb_vld <= y_active;
                    end
                    else if (tHACT_END == x) begin
                        rgb_vld <= 0;
                    end
                    if (rgb_vld) begin
                        cnt <= cnt + 1;
                    end
                    x <= x + 1;
                    control_state <= SM_CONTROL_S1;
                end
                else begin
                    control_state <= SM_CONTROL_S0;
                end
            end
        endcase
    end
end
always @(*) rgb = {cnt, cnt, cnt};
endmodule
```

==> deck_impl_summary.md <==
Implementation Results

Run status
  • Status: finished clean

Hold path
  • Worst Hold Class: flop to flop
  • Hold Path Depth: 1

Cells and area
  • Fraction of layout instances using a drive strength above 1: 6.05%
  • # fillers: around 780
  • Final cell area excluding filler cells: 4720 um2
  • Area overhead of the layout relative to synthesis: 37.1%

Route
  • Number of DRC markers in iteration 0: 131
  • Pre-Repair DR Iteration Count: 4
  • Via count: roughly 2900
  • Remaining antenna violation count: 0
  • Sum of routed wire length over all layers: ~9600 um
  • Antenna diode count: 0
  • Remaining DRCs: 0
  • Wire per inst: about 17 um
  • Avg Vias per Cell: about 5.1

Synthesis
  • Synth Register Bits: 39
  • Area leader, netlist: dfrtp_1
  • Prevailing post-synth register cell: dfrtp_1
  • Top-area cell type share of the netlist area: roughly 28%
  • Register area share after synthesis: 28.4%
  • Synth top area cells: dfrtp_1 28%, xor2_1 17%, xnor2_1 14%, buf_4 5.7%, nand4_1 4.2%
  • Number of enable flip-flop cells: 0
  • Yosys cell types: approximately 42
  • Total cells reported by yosys after synthesis: 362
  • Average footprint of a synthesized cell: about 9.5 um2
  • Cell area after synthesis: about 3400 um2
  • Post-Syn Instances: between 300 and 400
  • Synthesis area per yosys: ~3400 um2
  • Share of synthesized registers carrying an async set or reset: ~100%
  • Warnings, synthesis: 1

Run
  • Total number of warnings across the stage logs: 25
  • Number of maximum-capacitance constraint violations: 0

Power and ir drop
  • Peak ir drop on the vdd network: between 100 and 150 uV
  • Pwr Density: roughly 180 nW/um2
  • Static leakage: just under 2 nW
  • Total power: roughly 860 uW

Worst setup path
  • Startpoint kind of the worst setup timing path: primary input
  • Worst Reg2Reg Path Length in Cells: 7
  • Slowest-stage cell, CP: nor4_1
  • Worst EP required: 4070 ps
  • Worst setup path end: x[9]
  • Maximum fanout along the worst path: 16
  • Worst Path Class, Setup: primary input to flop
  • Worst flop-to-flop path startpoint: y[2]
  • Endpoint of the most critical register-to-register path: x[9]
  • Critical Path Max Stage Delay: ~420 ps
  • Startpoint of the most critical setup path: tVACT_END[10]
  • Signal arrival time at the worst endpoint: 2840 ps
  • Worst setup slack for register-to-register paths: approximately 1600 ps
  • Ordered cell list for the critical path: clkdlybuf4s50_1 > xor2_1 > nor4_1 > nand4_1 > buf_4 > inv_2 > nor3_2 > a221o_1
  • Endpoint kind of the worst setup timing path: flop

Die
  • Floorplan utilization: between 40% and 50%
  • Boundary Pins: between 100 and 150
  • Vert. Die Dim: ~95 um
  • Area inside the core boundary: between 8000 and 9000 um2
  • Total die size: 8990 um2
  • Rows: 33
  • DIE WIDTH: 94.8 um

Timing
  • Total Neg Setup Slack: 0 ps
  • Worst-case clock skew: between 4 and 5 ps
  • Transition time of the tightest slew-check pin: 638 ps
  • Setup repair after global routing missed its margin: no
  • Final hold violation count: 0
  • Slew Viols, Final: 0
  • Final worst path period share: between 60% and 70%
  • Final count of negative-setup-slack endpoints: 0
  • Fin crit period: 2670 ps
  • Worst slew margin relative to its limit: a little under three fifths
  • Maximum operating frequency: about 0.37 GHz
  • Worst hold margin: between 500 and 600 ps

Global route
  • Overall routing resource usage: 22.6%
  • Global-route wire length before repair: 15100 um
  • Remaining global-route overflow: 0
  • Initial antenna violation count: 0
  • Pin count of the biggest net entering global routing: ~40
  • Via count of the first global-routing pass: a little under 3000

Place
  • Final weighted congestion of routability-driven global placement: ~0.8
  • Total half-perimeter wirelength after legalization and detailed placement: 7600 um
  • IO buf count: 136
  • Placed Instance Area: 4630 um2

Clock tree
  • Post-CTS Setup Bufs: 0
  • TritonCTS Sinks: 39
  • Number of hold buffers added after CTS: 0
  • Count of instances resized after the clock tree is built: 0
  • TritonCTS clock tree: yes
  • CTS H-Tree Depth: 2
  • Insertion Delay late pin: a little under 300 ps
  • CTS clk-pin slew, worst paths: ~70 ps
  • CTS buffer count: 5
  • Root buf cell: clkbuf_8
  • Clock tree buffer depth: 2
-- how the worst min path moves through the flow --
stage,slack (ps),start,endpoint
4_1_cts,520,vs,vs
5_1_grt,530,cnt[7],cnt[7]
6_report,510,cnt[7],cnt[7]
-- logic make-up after synthesis --
| family | count (synthesis) | share of synthesized area [%] |
|---|---|---|
| buf+inv | 47 | 9.63 |
| fa+ha+maj | 3 | 1.09 |
| compound gates | 26 | 6.10 |
| mux | 4 | 1.23 |
| flops | 39 | 28.4 |
| xor+xnor | 126 | 32.9 |
| simple gates | 117 | 20.7 |
-- through the flow --
stage | setup slack, ps | cells | util [%]
after global placement | 974 | 561 | 56.1
final | 1230 | 568 | 57.2
after global routing | 1080 | 568 | 57.2
after detailed placement | 944 | 561 | 56.1
after CTS | 1260 | 568 | 57.2
after floorplan | 1720 | 362 | -
-- synth_stat cells (3+ instances only) --
cell       n
nand4_1   23
o21ai_0    6
o211ai_1   3
nand3_1   15
and4_4     3
dfrtp_1   38
nor3_1    10
ha_1       3
xor2_2     3
buf_2     15
xor2_1    67
nand2_1   14
and3_1     9
nor2_1     3
a22o_1     6
and2_1     6
buf_4     26
nor4_1    17
xnor2_1   55
or4_1      3
buf_6      3
a221o_1    4
nor2b_1    6
-- state kept, by name (all words and copies together) (netlist names) --
signal / count
cnt: 8
vs: 1
control_state: 3
x: 12
y_active: 1
y: 12
rgb_vld: 1
hs: 1
-- critical path: cells and delay by family --
| kind | cells | cell delay [ps] |
|---|---|---|
| AND-OR/OR-AND | 1 | 340 |
| XOR/XNOR | 1 | 140 |
| buffers and inverters | 3 | 840 |
| AND/OR/NAND/NOR | 3 | 730 |
-- routing by layer --
layer / global-route usage [%] / vias up / part of all wire, %
li1: - / 1452 / -
met1: 31.5 / 1345 / 45
met2: 37.5 / 113 / 47
met3: 5.15 / 9 / 6.5
met4: 2.40 / 0 / 1.1
met5: 0 / - / 0
-- where the power goes --
part           internal [mW]  switching [mW]
clock network          0.139           0.134
registers              0.404       0.0000196
logic                  0.127          0.0537
total                  0.670           0.187
-- area by class of cell --
cell class | count | area, um2 | area share (%)
multi-input combinational | 276 | 2140 | 45.2
clock inverter | 1 | 5.00 | 0.106
sequential | 39 | 977 | 20.7
inverter | 1 | 3.75 | 0.0795
timing repair buffer | 140 | 1390 | 29.4
tap | 105 | 131 | 2.78
clock buffer | 6 | 82.6 | 1.75
-- cell usage in the layout (no fill, tap or decap), types with 3 or more instances in the layout --
cell type,n
clkdlybuf4s50_1,135
xor2_1,67
xnor2_1,55
dfrtp_1,38
nand4_1,23
nor4_1,17
nand3_1,15
nand2_1,14
nor3_1,10
and3_1,9
and2_1,6
nor2b_1,6
a22o_1,6
o21ai_0,6
clkbuf_8,6
a221o_1,4
buf_4,4
xor2_2,3
and4_4,3
nor2_1,3
or4_1,3
o211ai_1,3
ha_1,3
No activity file was given, so power comes from the tool's default toggle rates.
