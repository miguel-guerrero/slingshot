--- flow/config.mk ---
export PLATFORM = sky130hd
export DESIGN_NAME = pipe
export DESIGN_NICKNAME = pipe
export VERILOG_FILES = /design/flow/design.v
export SDC_FILE = /design/flow/constraint.sdc
export NUM_CORES = 4
export LEC_CHECK = 1
export CORE_UTILIZATION = 30
--- flow/constraint.sdc ---
current_design pipe

set clk_period 3.5
set clk_io_pct 0.2

create_clock -name clk0 -period $clk_period [get_ports {clk}]

set non_clock_inputs [all_inputs -no_clocks]
set_input_delay [expr $clk_period * $clk_io_pct] -clock clk0 $non_clock_inputs
set_output_delay [expr $clk_period * $clk_io_pct] -clock clk0 [all_outputs]
--- flow/design.v ---
module pipe 
#(
    parameter W = 8)
(
    output logic [W+1:0] sad_res,
    output logic sad_vld,
    output logic sad_rdy,
    input clk,
    input rdy_dn,
    input rst_n,
    input vld_up,
    input [W-1:0] x0,
    input [W-1:0] x1,
    input [W-1:0] y0,
    input [W-1:0] y1
);
logic sad_s0_vld;
logic signed [W:0] sad_s1_dx;
logic signed [W:0] sad_s1_dy;
logic sad_s1_rdy;
logic sad_s1_vld;
logic [W:0] sad_s2_adx;
logic [W:0] sad_s2_ady;
logic sad_s2_rdy;
logic sad_s2_vld;
logic sad_s3_rdy;
logic sad_s4_rdy;
assign sad_rdy = sad_s1_rdy;
assign sad_s0_vld = vld_up;
always @(posedge clk) begin : sad_stage1
    if (sad_s0_vld & sad_s1_rdy) begin
        sad_s1_dx <= x1 - x0;
        sad_s1_dy <= y1 - y0;
    end
end
always @(posedge clk or negedge rst_n) begin : sad_stage1_vld
    if (~rst_n) begin
        sad_s1_vld <= 0;
    end
    else begin
        sad_s1_vld <= sad_s1_rdy ? sad_s0_vld : sad_s1_vld;
    end
end
assign sad_s1_rdy = sad_s2_rdy | ~sad_s1_vld;
always @(posedge clk) begin : sad_stage2
    if (sad_s1_vld & sad_s2_rdy) begin
        sad_s2_adx <= sad_s1_dx < 0 ? -sad_s1_dx : sad_s1_dx;
        sad_s2_ady <= sad_s1_dy < 0 ? -sad_s1_dy : sad_s1_dy;
    end
end
always @(posedge clk or negedge rst_n) begin : sad_stage2_vld
    if (~rst_n) begin
        sad_s2_vld <= 0;
    end
    else begin
        sad_s2_vld <= sad_s2_rdy ? sad_s1_vld : sad_s2_vld;
    end
end
assign sad_s2_rdy = sad_s3_rdy | ~sad_s2_vld;
always @(posedge clk) begin : sad_stage3
    if (sad_s2_vld & sad_s3_rdy) begin
        sad_res <= sad_s2_adx + sad_s2_ady;
    end
end
always @(posedge clk or negedge rst_n) begin : sad_stage3_vld
    if (~rst_n) begin
        sad_vld <= 0;
    end
    else begin
        sad_vld <= sad_s3_rdy ? sad_s2_vld : sad_vld;
    end
end
assign sad_s3_rdy = sad_s4_rdy | ~sad_vld;
assign sad_s4_rdy = rdy_dn;
endmodule
--- flow/run.sh ---
#!/bin/bash
# OpenROAD 26Q1-2900-gdf79404cd8, Yosys 0.63+post, stock flow scripts
make -C /OpenROAD-flow-scripts/flow DESIGN_CONFIG=/design/flow/config.mk WORK_HOME=/design/flow/orfs finish
==> Slide: Implementation Results <==
Physical Implementation Snapshot

Outcome
  • Status: complete, no violations

GRT
  • Global-route wire length before repair: 7710 um
  • Antenna violations before repair: 0
  • Total track usage: 0.0966
  • Vias in the first global route: 1,834
  • Grt ovf: 0
  • Largest net degree at the start of global routing: 19

Routing
  • Vias post-DR: 1,944
  • Routed length per placed instance: 9.91 um
  • N_diodes: 0
  • Drt via density: 4.35
  • Post-DRT Antenna Nets: 0
  • Uppermost layer routed: met4
  • Initial DRT Pass Iterations: 4
  • DRC Markers: 0
  • Metal2 WL: 1940 um
  • Met3 routed WL: 172 um
  • Wire length on met1: 2260 um
  • Final wirelength: 4430 um
  • First DRT Iteration DRCs: 53

Synth
  • Synth area leader: edfxtp_1
  • Post-synthesis compound-gate area fraction: 0.136
  • Ys async rst share: 0.0612
  • Ys cells: 265
  • Dominant kind of combinational cell: AND-OR/OR-AND gates
  • Syn. warnings: 1
  • Synth flops: 49
  • Number of synthesized flops with an enable pin: 46
  • Simple share: 0.121
  • Mapped Cells: 265
  • Top-area cell share: 0.470
  • Cell Type Count: 40
  • Avg Cell Area, Syn: 11.1 sq um
  • Yosys adder share: 0.135
  • Post-synthesis cell area: 2940 sq um
  • Area fraction in mux cells: 0.00340
  • Top cells by area: edfxtp_1 47%, ha_1 11%, xnor2_1 5.7%, inv_1 3.8%, a21oi_1 2.6%
  • XOR/XNOR Area Share: 0.0685
  • Yosys chip area: 2940 sq um
  • Top FF cell, synth: edfxtp_1
  • Sequential share of the synthesized area: 0.495

Timing
  • Slew Limit Fails: 0
  • RSZ-0062 raised after global routing: false
  • Slew @ Worst Pin: 0.777 ns
  • Clk_skew: 0.0100 ns
  • F_max: 0.388 GHz
  • Final worst path period share: 0.736
  • Fin Setup TNS: 0 ns
  • Crit path time final: 2.58 ns
  • Fin. Hold Viols: 0
  • Worst slew margin: 0.482
  • Final setup fails: 0
  • Worst hold slack: 0.496 ns

Clock network
  • Sink Count: 49
  • H-tree Lvls: 2
  • Clock buffer depth: 2
  • CTS tree: done
  • Worst-path clk slew: 0.09 ns
  • CTS resizes: 0
  • Total CTS buffers: 5
  • CTS Hold Buffers Added: 0
  • Insertion Delay late pin: 0.30 ns
  • Post-CTS Setup Bufs: 0
  • Root buffer cell: clkbuf_8

Job
  • Max cap viols: 0
  • Tally of OpenROAD warnings: 25

Floorplanning
  • Num ports: 48
  • Die W: 101 um
  • Num rows: 35
  • Chip area: 10,200 sq um
  • Die H: 101 um
  • Core Area: 9370 sq um
  • FP Core Util: 0.314

Finish
  • Share of layout cells above drive strength 1: 0.0283
  • Fillers: 917
  • Most numerous logic cells after layout: 47 x clkdlybuf4s50_1, 46 x edfxtp_1, 30 x inv_1
  • Design area: 3680 sq um
  • Finished Layout Cells: 447
  • Register Area: 1460 sq um
  • Area growth from synthesis to layout: 25.3%
  • Final core occ: 0.393
  • Gate Area: 1360 sq um
  • Dominant logic cell type in the layout: clkdlybuf4s50_1

Worst setup path
  • R2R Path Start: sad_s2_ady[0]
  • R2R depth: 6
  • Worst EP required: 2.80 ns
  • CP arrival: 1.88 ns
  • Crit path max fanout: 3
  • Critical path startpoint category: primary input
  • Setup crit end kind: output port
  • CP startpoint: rdy_dn
  • Setup CP Type: primary input to output port

Power and ir drop
  • Combinational fraction of design power: 0.279
  • Peak supply drop: 0.202 mV
  • Pleak: 0.00144 uW
  • Pwr dens: 464 nW/um^2
  • Clk network pwr share: 0.240
  • Pint: 1250 uW
  • Psw: 453 uW
  • Flop pwr share: 0.481
  • Switching share of total power: 0.265

Placed design
  • Port Buffers: 47
  • Hpwl dp: 3550 um
  • Routability congestion estimate: 0.852
  • Dpl cell area: 3560 sq um
  • Placed cell count: 439

Worst hold path
  • Min-Delay Startpoint: sad_s1_vld
  • Hold WC Path Type: flip-flop to flip-flop
  • Hold depth: 1
cell families (layout without fill, tap and decap cells):
| kind of cell | after synthesis | in the layout |
|---|---|---|
| compound gates | 59 | 59 |
| fa+ha+maj | 30 | 30 |
| simple gates | 71 | 71 |
| flops | 49 | 49 |
| mux | 1 | 1 |
| buf+inv | 32 | 85 |
| xor+xnor | 23 | 23 |
cells in the mapped netlist, types with 5 or more instances:
library cell,count
o21ai_1,5
nand2b_1,7
a21oi_1,15
xnor2_1,19
nand3_1,6
nor2_1,18
ha_1,27
o21ai_0,6
nand2_1,16
o21a_1,9
edfxtp_1,46
inv_1,30
nor2b_1,8
nor3_1,5
critical path, cell delays in order:
cell,delay (ns)
clkdlybuf4s50_1,0.41
nor2b_1,0.18
nand3_1,0.15
clkdlybuf4s50_1,0.44
area by class of cell:
cell class | count | area share
Tap cell | 129 | 0.0438
Clock buffer | 5 | 0.0187
Inverter | 30 | 0.0306
Multi-Input combinational cell | 184 | 0.370
Clock inverter | 3 | 0.0136
Timing Repair Buffer | 47 | 0.128
Sequential cell | 49 | 0.395
power groups by stage:
stage	logic, uW	registers, uW	clock network, uW
CTS	481	823	423
global route	544	833	449
finish	476	821	410
per-stage QoR:
stage,setup slack [ns],total power [uW]
after floorplan,1.41,1140
after global placement,0.895,1310
after detailed placement,0.864,1310
after CTS,0.915,1730
after global routing,0.856,1830
final,0.922,1710
layer usage:
metal  global-route usage  up-vias
met2                0.156       37
met5                    0        -
li1                     -     1058
met4               0.0111        0
met3               0.0190        4
met1                0.145      845
registers in the layout, summed over array words and instances (netlist names):
register	count
sad_s2_vld	1
sad_vld	1
sad_s1_dx	9
sad_s2_adx	9
sad_s1_dy	9
sad_s2_ady	9
sad_res	10
sad_s1_vld	1
worst paths after layout:
path                              end  slack (ns)
max                           sad_rdy        0.92
min                        sad_s2_vld        0.50
max reg2reg                sad_res[6]        1.45
min reg2reg                sad_s2_vld        0.50
max in group asynchronous  sad_s1_vld        2.78
min in group asynchronous     sad_vld        0.57
Power and IR drop assume default switching activity.
